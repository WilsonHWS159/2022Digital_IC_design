<file path="design/flow/run.sh">
#!/bin/bash
# OpenROAD 26Q1-2900-gdf79404cd8, Yosys 0.63+post, stock flow scripts
make -C /OpenROAD-flow-scripts/flow DESIGN_CONFIG=/design/flow/config.mk WORK_HOME=/design/flow/orfs finish
</file>
<file path="design/flow/config.mk">
export PLATFORM = sky130hd
export DESIGN_NAME = BOE
export DESIGN_NICKNAME = BOE
export VERILOG_FILES = /design/flow/design.v
export SDC_FILE = /design/flow/constraint.sdc
export NUM_CORES = 4
export LEC_CHECK = 1
export CORE_UTILIZATION = 30
</file>
<file path="design/flow/constraint.sdc">
current_design BOE

set clk_period 3.9
set clk_io_pct 0.2

create_clock -name clk0 -period $clk_period [get_ports {clk}]

set non_clock_inputs [all_inputs -no_clocks]
set_input_delay [expr $clk_period * $clk_io_pct] -clock clk0 $non_clock_inputs
set_output_delay [expr $clk_period * $clk_io_pct] -clock clk0 [all_outputs]
</file>
<file path="design/flow/design.v">
module BOE(clk, rst, data_num, data_in, result);
input clk;
input rst;
input [2:0] data_num;
input [7:0] data_in;
output reg [10:0] result;
	reg [1:0] state, n_state;
	reg [7:0] series [5:0];
	reg [2:0] cnt, s_cnt;
	reg [7:0] min;
	reg [10:0] sum;
	parameter [1:0] receive = 2'b00, o_sum = 2'b01, o_min = 2'b11, o_sort = 2'b10;
	always @(*) begin
		case (state)
			receive : n_state = (cnt == s_cnt) ? o_sum : receive;
			o_sum : n_state = o_min;
			o_min : n_state = o_sort;
			o_sort : n_state = (cnt == s_cnt) ? receive : o_sort;
		endcase
	end
	always @(posedge clk or posedge rst) begin
		if (rst) begin
			state <= receive;
			sum <= 11'h000;
			min <= 8'hFF;
			cnt <= 3'h7;
			s_cnt <= 3'h0;
			series[0] <= 8'h00;
			series[1] <= 8'h00;
			series[2] <= 8'h00;
			series[3] <= 8'h00;
			series[4] <= 8'h00;
			series[5] <= 8'h00;
		end else begin
			state <= n_state;
			case (state)
				receive : begin
					cnt <= (data_num == 0) ? cnt : data_num - 3'h1;
					s_cnt <= (cnt == s_cnt) ? 0 : s_cnt + 3'h1;
					sum <= sum + data_in;
					if (data_in < min) begin
						min <= data_in;
					end
					if (data_in >= series[0]) begin
						series[0] <= data_in;
						series[1] <= series[0];
						series[2] <= series[1];
						series[3] <= series[2];
						series[4] <= series[3];
						series[5] <= series[4];
					end else if (data_in >= series[1]) begin
						series[0] <= series[0];
						series[1] <= data_in;
						series[2] <= series[1];
						series[3] <= series[2];
						series[4] <= series[3];
						series[5] <= series[4];
					end else if (data_in >= series[2]) begin
						series[0] <= series[0];
						series[1] <= series[1];
						series[2] <= data_in;
						series[3] <= series[2];
						series[4] <= series[3];
						series[5] <= series[4];
					end else if (data_in >= series[3]) begin
						series[0] <= series[0];
						series[1] <= series[1];
						series[2] <= series[2];
						series[3] <= data_in;
						series[4] <= series[3];
						series[5] <= series[4];
					end else if (data_in >= series[4]) begin
						series[0] <= series[0];
						series[1] <= series[1];
						series[2] <= series[2];
						series[3] <= series[3];
						series[4] <= data_in;
						series[5] <= series[4];
					end else begin
						series[0] <= series[0];
						series[1] <= series[1];
						series[2] <= series[2];
						series[3] <= series[3];
						series[4] <= series[5];
						series[5] <= data_in;
					end
				end
				o_min : result <= min;
				o_sum : result <= sum;
				o_sort : begin
					result <= series[s_cnt];
					s_cnt <= (s_cnt == cnt) ? 3'h0 : s_cnt + 3'h1;
					series[0] <= (s_cnt == cnt) ? 8'h00 : series[0];
					series[1] <= (s_cnt == cnt) ? 8'h00 : series[1];
					series[2] <= (s_cnt == cnt) ? 8'h00 : series[2];
					series[3] <= (s_cnt == cnt) ? 8'h00 : series[3];
					series[4] <= (s_cnt == cnt) ? 8'h00 : series[4];
					series[5] <= (s_cnt == cnt) ? 8'h00 : series[5];
					sum <= 11'h000;
					min <= 8'hFF;
				end
			endcase
		end
	end
endmodule
</file>
==> notes.md <==
yosys + openroad results -> outcome=completed, combinational gate area=3470 sq um, Crit Reg-Reg Endpoint=series[1][3], via count of the first global-routing pass=4,955, cell area power density=302 nW/um^2, minimum clock period=3.38 ns, clock latency of the later-clocked register in the worst-skew pair=0.36 ns, combinational family with the most area after synthesis=AND-OR/OR-AND gates, number of DRC violations after detailed-routing iteration 0=484, Synth Area in Adders=0.130, filler cell count in the final layout=1,961, type of the worst setup path=in -> reg, highest ir drop seen on vdd=0.203 mV, minimum setup slack after placement=0.160 ns, via density per instance=5.49, launch point of the worst reg-to-reg path=series[0][7], worst-case setup margin in the final layout=0.519 ns, mean instance size in the synthesized netlist=9.80 sq um, Max Cap Violations=0, post-synthesis async set-or-reset flop share=0.875, Cell Type Count=71, wirelength, routed=17.5 mm, final setup violation count=0, final hold vios=0, Clock Pin Slew Worst Setup and Hold Paths=0.07 ns, placement row count=51, hpwl dp=12.8 mm, top-count cell post-synth=sky130_fd_sc_hd__dfrtp_1, Chip Width=145 microns, CP endpoint kind=flip-flop, overall routing resource usage=0.183, chip area=21,000 sq um, post-route DRC violation count=0, remaining global-route overflow=0, Post-Syn Instances=624, total of buffers placed on input and output ports=23, cell type contributing the most total cell area after synthesis=sky130_fd_sc_hd__dfrtp_1, CTS tree=done, wire length per cell after detailed routing=18.9 microns, I/O pins=24, maximum number of buffers from clock root to sink=2, area of the mapped netlist=6110 sq um, pin count of the biggest net entering global routing=36, area used by sequential logic in the layout=2270 sq um, Worst Max-Slew Pin Slew=0.762 ns, Hold Crit Class=reg -> reg, initial antenna violation count=0, share of synthesized area occupied by flip-flops and latches=0.372, number of standard cells reported by yosys=624, Slew HR=0.488, level count of the clock H-tree=3, synthesized-area fraction occupied by and/or/nand/nor cells=0.109, launch instance of the worst min-delay path=state[3], yosys warns=2, Total Negative Setup Slacks=0 ns, number of detailed-route iterations in the first pass=6, reg-to-reg setup timing slack=1.18 ns, endpoint of the worst hold path=state[1], Total Power Consumption=2130 uW, post-synthesis chip area from yosys=6110 sq um, synth-to-layout area growth=15.4%, flip-flops with a built-in enable=11, R2R cell count=8, Final Cycle Share=0.867, total CTS buffers=9, area fraction in xor and xnor cells=0.0100, worst path required time=4.14 ns, total vias in the final route=5,079, CTS Root Cell=sky130_fd_sc_hd__clkbuf_16, Die Ht=145 microns, count of inserted antenna diode cells=0, layout cell share with drive strength beyond 1=0.120, sinks on the clock net=88, setup skew after layout=0.0111 ns, final weighted congestion in routability-driven placement=0.911, Slew Viols, Final=0, number of hold buffers added after CTS=0, floorplan core density=0.310, number of warnings the tools reported=28, leading cell types by total area after synthesis=sky130_fd_sc_hd__dfrtp_1, sky130_fd_sc_hd__ha_1, sky130_fd_sc_hd__edfxtp_1, antenna-violating nets left=0, global-route wire length before repair=28.3 mm, number of buffers inserted to repair setup after CTS=0, Synth Flop Type=sky130_fd_sc_hd__dfrtp_1, achievable frequency=296 MHz, Mux cell area share=0.0377, leakage component of the power=0.00300 uW, setup repair after global routing missed its margin=no, startpoint types=primary input, WP data arrival=3.62 ns, hold path cells=1, share of Yosys cell area claimed by the top area cell type=0.266, cell resize tally after clock tree synthesis=0, AO/OA Area Share=0.281, area inside the core boundary=19,700 sq um, #FFs+latches synth=88, most used standard cells in the synthesized netlist=sky130_fd_sc_hd__dfrtp_1, sky130_fd_sc_hd__inv_1, sky130_fd_sc_hd__ha_1, maximum net fanout on the critical path=11
per-layer routing:
metal  share of wire  vias to the layer above  wire length [microns]  track usage
met3           0.060                       13                   1050       0.0446
li1                -                     2430                      -            -
met4           0.012                        0                    212       0.0244
met2            0.45                      139                   7900        0.273
met5               0                        -                      0            0
met1            0.48                     2497                   8350        0.278
report_power, final:
part           total (uW)  switching, uW  internal, uW
Sequential            957           13.8           943
Clock                 901            398           503
Combinational         270            166           105
placed cells by master (no fill, tap or decap), drive strengths merged, types with 9 or more instances in the layout:
cell type,n
dfrtp,65
inv,65
ha,62
nand2,46
a21oi,42
nor2,28
buf,25
a21o,23
clkdlybuf4s50,23
o21ai,22
a22o,19
and2,15
mux2i,14
o31ai,13
nand3,12
dfstp,12
edfxtp,11
a22oi,10
nand4,9
clkbuf,9
nor3,9
final cells by class:
type | count | area share
clock buffers | 9 | 0.0319
multi-input cells | 444 | 0.493
clock inverters | 7 | 0.0110
inverters | 64 | 0.0342
flip-flops and latches | 88 | 0.322
repair buffers | 48 | 0.0610
well taps | 265 | 0.0470
cell families (layout without fill, tap and decap cells):
kind of cell | after synthesis | count (layout)
simple gates | 135 | 135
compound gates | 217 | 217
xor+xnor | 7 | 7
buf+inv | 92 | 128
flops | 88 | 88
mux | 22 | 22
fa+ha+maj | 63 | 63
worst max-delay path, cell delays in order:
cell and delay (ns):
sky130_fd_sc_hd__clkdlybuf4s50_1 0.82, sky130_fd_sc_hd__ha_1 0.36, sky130_fd_sc_hd__a2111oi_4 0.35, sky130_fd_sc_hd__o31ai_2 0.14, sky130_fd_sc_hd__buf_4 0.23, sky130_fd_sc_hd__o31ai_4 0.53
sky130_fd_sc_hd__mux2_2 0.40
state kept, by name, summed over array words and instances, names as in the netlist, named ones only:
register,count
series,48
cnt,3
state,3
s_cnt,3
min,8
result,11
sum,11
how the worst max path moves through the flow:
stage	startpoint	end	slack, ns	cells after the start
after CTS	data_in[1]	series[1][1]	0.54	7
after global routing	data_in[0]	series[0][7]	0.41	9
final	data_in[1]	series[1][3]	0.52	7
metrics by stage:
step | instances | hold WS, ns | utilization | area (sq um)
2_1_floorplan | 624 | 0.414 | - | 6110
3_3_place_gp | 909 | 0.469 | 0.342 | 6750
3_5_place_dp | 909 | 0.464 | 0.342 | 6750
4_1_cts | 925 | 0.484 | 0.358 | 7050
5_1_grt | 925 | 0.496 | 0.358 | 7050
6_report | 925 | 0.479 | 0.358 | 7050
Power is estimated from default activity; no workload was simulated.
