==> /design/flow/design.v <==
module ALU_1bit(
	input a, b, less, Ainvert, Binvert, c_in,
	input [1:0] op,
	output c_out, set, overflow,
	output reg result);
wire adder, out, a1, b1;
assign a1 = (Ainvert) ? ~a : a;
assign b1 = (Binvert) ? ~b : b;
assign overflow = c_in ^ c_out;
FA FA_1(.s(set), .carry_out(c_out), .x(a1), .y(b1), .carry_in(c_in));
	always @(*) begin
		case (op)
				2'b00:result = a1 & b1;
				2'b01:result = a1 | b1; 
				2'b10:result = set;
				2'b11:result = less;
		endcase
	end
endmodule
module FA(s, carry_out, x, y, carry_in);
input        x;
input        y;
input        carry_in;
output       s;
output       carry_out;
wire         s1, c1, c2;
HA HA_1(.s(s1), .c(c1), .x(x), .y(y));
HA HA_2(.s(s), .c(c2), .x(carry_in), .y(s1));
or (carry_out, c1, c2);
endmodule
module HA(s, c, x, y);
input        x;
input        y;
output       s;
output       c;
xor (s, x, y);
and (c, x, y);
endmodule
==> /design/flow/run.sh <==
#!/bin/bash
# OpenROAD 26Q1-2900-gdf79404cd8, Yosys 0.63+post, stock flow scripts
make -C /OpenROAD-flow-scripts/flow DESIGN_CONFIG=/design/flow/config.mk WORK_HOME=/design/flow/orfs finish
==> /design/flow/config.mk <==
export PLATFORM = sky130hd
export DESIGN_NAME = ALU_1bit
export DESIGN_NICKNAME = ALU_1bit
export VERILOG_FILES = /design/flow/design.v
export SDC_FILE = /design/flow/constraint.sdc
export NUM_CORES = 4
export LEC_CHECK = 1
export CORE_AREA = 10 10 70 70
export DIE_AREA = 0 0 80 80
==> /design/flow/constraint.sdc <==
current_design ALU_1bit

set clk_period 2.0
set clk_io_pct 0.2

create_clock -name clk0 -period $clk_period

set non_clock_inputs [all_inputs -no_clocks]
set_input_delay [expr $clk_period * $clk_io_pct] -clock clk0 $non_clock_inputs
set_output_delay [expr $clk_period * $clk_io_pct] -clock clk0 [all_outputs]
==> flow_metrics.tcl <==
# yosys + openroad results
set metrics [dict create \
    crit_path_start "Binvert" \
    ys_warn_count 1 \
    start_kind "primary input" \
    place_area_um2 317 \
    path_max_fanout 2 \
    avgSynthCellArea_um2 8.95 \
    power_frac_clock 0 \
    top_area_frac 0.215 \
    yosys_cells 13 \
    pin_count 12 \
    ys_area_um2 116 \
    drc 0 \
    rows 21 \
    grt_start_max_net_pins 3 \
    fp_util 0.0341 \
    gp_congestion 0.654 \
    min_path_cells 4 \
    ir_worst_vdd_uv 51.3 \
    ys_seq_share 0 \
    syn_inst 13 \
    layout.sequential_cells 0 \
    synth_cell_types 6 \
    cp-end-kind "output pin" \
    dr.pass1.iters 3 \
    synth_area_leader_cell "ha_1" \
    arrival_ns 1.84 \
    die_x_um 80 \
    fin_area_um2 343 \
    clkbuf_count 0 \
    grt_overflow 0 \
    worst_slack_ns -0.241 \
    netlist_area_um2 116 \
    p_per_area_mw_per_mm2 259 \
    setup.worst_path.end "result" \
    required_ns 1.60 \
    drt_iter0_markers 11 \
    maxCapViolCount 0 \
    chipHeight_um 80 \
    first_global_vias 153 \
    drive_gt1_frac 0.600 \
    die_area_mm2 0.00640 \
    vias_per_cell 1.80 \
    fmax_ghz 0.446 \
    grt_pass1_wl_um 759 \
    relSlewSlack 0.869 \
    warnings 36 \
    core_mm2 0.00342 \
    internal_power_w 0.0000584 \
    seqPwrFrac 0 \
    drtAntennaViolNets 0 \
    violations "negative setup slack" \
    hp-class "in2out" \
    p_switching_w 0.0000305 \
    holdWs_ns 1.44 \
    io_buffers 12 \
    regArea_um2 0 \
    worstSetupPathType "in2out" \
    switching_share 0.344 \
    antenna_found_initial 0 \
    maxSlewViolCount 0 \
    grt_usage 0.0153 \
    drt-total-wl_um 512 \
    route.vias.total 137 \
    finalHoldViolCount 0 \
    syn2layout_area_growth_pct 195 \
    p_leak_nw 0.153 \
    combPwrFrac 1.000 \
    worst_pin_slew_ns 0.195 \
    wire_per_inst_um 6.74 \
    n_antenna_cell 0 \
    finalCritPeriodShare 1.12 \
    post-dp-hpwl_um 490 \
    area_leaders "ha_1, inv_1, mux4_2" \
    rsz0062_at_grt "true" \
    power_w 0.0000889 \
    setup_viol 1 \
    fin_crit_ns 2.24 \
    status "finished with violations" \
]
through the flow:
stage | instances | TNS, ns | util | setup slack, ns
3_3_place_gp | 74 | -2.93 | 0.0927 | -1.01
2_1_floorplan | 13 | 0 | - | 0.0516
5_1_grt | 76 | -0.277 | 0.100 | -0.277
6_report | 76 | -0.241 | 0.100 | -0.241
3_5_place_dp | 74 | -2.91 | 0.0927 | -1.00
4_1_cts | 76 | -0.320 | 0.0956 | -0.320
placed cells by master (no fill, tap or decap):
cell             synthesis  final
buf_2                    0      3
buf_4                    0      5
buf_6                    0      1
buf_8                    0      1
clkbuf_2                 0      1
clkdlybuf4s50_1          0      3
dlygate4sd2_1            0      3
fa_2                     0      1
ha_1                     2      2
inv_1                    6      3
inv_2                    0      3
mux4_2                   1      1
xnor2_1                  2      1
xnor2_2                  0      1
xor2_4                   0      1
cells in the mapped netlist, drive strengths merged:
cell / instances
ha: 2
fa: 1
xnor2: 2
mux4: 1
xor2: 1
inv: 6
power by group through the flow:
stage	Clock [W]	Combinational, W	Sequential, W
CTS	0	0.0000862	0
global route	0	0.0000990	0
finish	0	0.0000889	0
final cells by class:
cell class                      count  area, um^2
Tap cell                           46        57.6
Timing Repair Buffer               17         140
Multi-Input combinational cell      7         123
Fill cell                         410        3070
Inverter                            6        22.5
worst min-delay path by stage:
stage | from | end | slack, ns
6_report | c_in | overflow | 1.44
5_1_grt | b | set | 1.49
4_1_cts | c_in | overflow | 1.45
critical path: stages:
cell and delay [ns]:
buf_8 0.10, xor2_4 0.16, inv_2 0.06, fa_2 0.52, inv_2 0.04, mux4_2 0.43, buf_2 0.13
logic make-up (layout without fill, tap and decap cells):
logic type | Yosys count | count (layout) | synth area share
buffers and inverters | 6 | 23 | 0.194
adders and majority gates | 3 | 3 | 0.387
xor gates and xnor gates | 3 | 3 | 0.226
muxes | 1 | 1 | 0.194
layer usage:
metal,track usage,share of wire,vias up,wire (um)
li1,-,-,70,-
met1,0.0200,0.40,60,203
met2,0.0233,0.46,7,234
met3,0.00795,0.14,0,74
met4,0,0,0,0
met5,0,0,-,0
repair_timing:
| action | 4_1_cts | 5_1_grt |
|---|---|---|
| buffers inserted | 2 | 0 |
| gates cloned | 0 | 0 |
| resized | 30 | 5 |
| pin swaps | 4 | 3 |
| hold buffers | 0 | 0 |
| setup endpoints to repair | 4 | 3 |
Power and IR drop assume default switching activity.
