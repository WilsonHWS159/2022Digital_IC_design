==> flow/design.v <==
module LZ77_Decoder(clk,reset,code_pos,code_len,chardata,encode,finish,char_nxt);
input 				clk;
input 				reset;
input 		[3:0] 	code_pos;
input 		[2:0] 	code_len;
input 		[7:0] 	chardata;
output reg 			encode;
output reg 			finish;
output reg 	[7:0] 	char_nxt;
	reg [7:0] buff[8:0];
	reg [2:0] hold;
	reg complete;
	integer i;
	always @(posedge clk) begin
		if (reset) begin
			hold <= 3'h0;
		end else if (finish) begin
		end else begin
			if (!code_len) begin
				buff[0] <= chardata;
				char_nxt <= chardata;
			end else if (!hold) begin
				hold <= code_len;
				buff[0] <= buff[code_pos];
				char_nxt <= buff[code_pos];
			end else if (hold == 3'h1) begin
				hold <= 3'h0;
				buff[0] <= chardata;
				char_nxt <= chardata;
			end else begin
				hold <= hold - 3'h1;
				buff[0] <= buff[code_pos];
				char_nxt <= buff[code_pos];
			end
			for (i=0; i<8;i=i+1)
				buff[i+1] <= buff[i];
		end
	end
	always @(posedge clk) begin
		if (reset)
			finish <= 1'b0;
		else if (chardata == 8'h24)
			if ((!hold & !code_len) | (hold == 3'h1))
				finish <= 1'b1;
			else
				finish <= finish;
		else
			finish <= finish;
	end
	always @(negedge reset) begin
		encode <= 1'b0;
	end
endmodule
==> flow/run.sh <==
#!/bin/bash
# OpenROAD 26Q1-2900-gdf79404cd8, Yosys 0.63+post, stock flow scripts
make -C /OpenROAD-flow-scripts/flow DESIGN_CONFIG=/design/flow/config.mk WORK_HOME=/design/flow/orfs finish
==> flow/config.mk <==
export PLATFORM = sky130hd
export DESIGN_NAME = LZ77_Decoder
export DESIGN_NICKNAME = LZ77_Decoder
export VERILOG_FILES = /design/flow/design.v
export SDC_FILE = /design/flow/constraint.sdc
export NUM_CORES = 4
export LEC_CHECK = 1
export CORE_UTILIZATION = 50
==> flow/constraint.sdc <==
current_design LZ77_Decoder

set clk_period 4.7
set clk_io_pct 0.2

create_clock -name clk0 -period $clk_period [get_ports {clk}]
create_clock -name clk1 -period $clk_period [get_ports {reset}]

set non_clock_inputs [all_inputs -no_clocks]
set_input_delay [expr $clk_period * $clk_io_pct] -clock clk0 $non_clock_inputs
set_output_delay [expr $clk_period * $clk_io_pct] -clock clk0 [all_outputs]
==> metrics.cfg <==
[status]
status=complete, but fails checks
violations=negative hold slack

[floorplanning]
fp-utilization_pct=52.9
io_pins=27
fp.dieH_um=82.1
die_x_um=82.1
rows=28
coreArea_um2=6060
die_area_um2=6740

[detailed_routing]
drc_errors=0
routed_wl_mm=6.66
vias=2099
diodes=0
wl_per_cell_um=19.1
vias_per_cell=6.03
postRouteAntennaNets=0
drt-initial-drc-count=134
first_pass_iters=5

[synth]
ys_types=44
synth-seq-cells=76
synth_area_leader_cell=edfxtp_1
syn_inst=221
ys_seq_share_pct=69.9
async_reset_ff_share_pct=0
yosys_warnings=2
top_cells_by_area=edfxtp_1, mux2_2, a22oi_1
yosysChipArea_um2=3210
synth_area_per_cell_um2=14.5
synthesis.area_um2=3210
ys_cells=221
top_area_share_pct=67.4
ff_type=edfxtp_1
edf_count=72

[timing]
rsz0062_at_grt=false
fin_skew_ns=0.00569
setup_viol=0
tightest_slew_ns=0.759
timing.setup.tns_ns=0
slew_violations=0
whs_ns=-0.0432
finalHoldViolCount=4
max_slew_margin_pct=49.0

[worst_setup_path]
required_ns=4.80
r2r_slack_ns=3.02
reg2reg_depth=7
cp.arrival_ns=3.24
crit_path_start_kind=input pin
timing.rr.start=hold[0]
critPathMaxFanout=19
path_class=in2reg
cp-end-kind=flip-flop
r2r_end=char_nxt[4]

[finish]
fillers=403
utilization_pct=64.9
area_growth_pct=22.8
drive_above_1_share_pct=18.3
final_cell_mix=edfxtp_1, clkdlybuf4s50_1, clkbuf_8, nor2_1, o21ai_0
final_cells=348
layout_top_cell=edfxtp_1

[hold_path]
hold_path.startpoint=reset
whs_path_depth=3
hold_path_end=hold[2]
hp-class=clk2reg

[global_routing]
antenna_found_initial=0
grt_use_met2_pct=26.9
grt.overflow.total=0
use_met1_pct=35.5
grt_pass1_vias=2344
grt_busiest_layer=met1
met3_usage_pct=17.1
grt_pass1_wl_mm=10.4
grt_max_degree=20
grt_usage_pct=23.6

[job]
log.warning_count=32
maxCapViolCount=0

[clock_network]
cts_tree=yes
clk_pin_slew_ns=0.08
post_cts.resized_instances=0
postCtsSetupBuffers=0
hold_buffers=0

[power_and_ir_drop]
p_comb_share_pct=11.5
p_int_mw=2.07
power_frac_clock_pct=37.4
p_seq_share_pct=51.1
ir_worst_vdd_v=0.000479
netSwitchingFraction_pct=31.7
switching_power_mw=0.960
p_leak_nw=1.35
powerDensity_nw_per_um2=770

[placement]
place_hpwl_mm=4.10
gp_congestion=0.894
dp_cells=312
io_buffers=24

-- layout make-up --
cell class                      count  area, µm²  share of cell area [%]
Clock buffer                       21        289                    7.34
Clock inverter                     15        149                    3.78
Inverter                            4       15.0                   0.381
Multi-Input combinational cell    131        892                    22.7
Sequential cell                    76       2240                    57.0
Tap cell                           75       93.8                    2.38
Timing Repair Buffer               26        255                    6.48
-- kinds of logic (layout without fill, tap and decap cells) --
family / count (synthesis) / after routing / synth area share [%]
AOI/OAI and AO/OA: 57 / 57 / 12.3
xor gates and xnor gates: 1 / 1 / 0.273
adders and majority gates: 3 / 3 / 1.17
buffers and inverters: 14 / 66 / 2.30
DFF: 76 / 76 / 69.9
muxes: 13 / 13 / 4.80
other: 1 / 1 / 0.117
and+or+nand+nor: 56 / 56 / 9.06
-- power by group through the flow --
stage,logic [mW],registers [mW],clock network (mW)
5_1_grt,0.382,1.59,1.23
6_report,0.347,1.55,1.13
4_1_cts,0.346,1.55,1.16
-- registers in the layout, summed over array words and instances, names as in the netlist --
signal and cells:
finish 1, hold 3, char_nxt 8, buff 64
-- synth_stat cells, drive strengths merged (3+ instances only) --
master and number:
edfxtp 72, nor2 20, o21ai 15, a22oi 11, mux2 9, nand2 9, nor2b 9, buf 8
o22ai 6, a32oi 5, dfxtp 4, inv 4, nand2b 4, nor3 4, nor3b 4, ha 3
mux2i 3
-- critical path, cell delays in order --
cell and delay [ns]:
clkdlybuf4s50_1 0.92, or4b_1 0.70, o21ai_0 0.30, o311ai_1 0.16
a22o_1 0.21
-- worst max-delay path by stage --
stage / startpoint / to / cells past startpoint
after CTS: code_pos[3] / char_nxt[0] / 5
after global routing: code_pos[3] / char_nxt[5] / 6
final: code_pos[3] / char_nxt[1] / 5
-- per-layer routing --
| metal | up-vias | share of wire, % |
|---|---|---|
| met2 | 111 | 43 |
| met5 | - | 0 |
| li1 | 965 | - |
| met1 | 1009 | 44 |
| met3 | 14 | 11 |
| met4 | 0 | 1.8 |
-- per-stage QoR --
step,instance area (µm²),setup slack [ns],power [mW]
floorplan,3210,0.0544,1.87
global placement,3500,0.0544,2.08
detailed placement,3500,0.0544,2.09
CTS,3940,1.58,3.06
global route,3940,1.44,3.20
finish,3940,1.56,3.03
No activity file was given, so power comes from the tool's default toggle rates.
