==> flow/design.v <==
module TLS(
input           clk, reset, Set, Stop, Jump,
input     [3:0] Gin, Yin, Rin,
output reg      Gout, Yout, Rout);
	parameter [1:0] G = 2'b00, Y = 2'b01, R = 2'b10;
	reg [3:0] G_time, Y_time, R_time, G_counter, Y_counter, R_counter;
	reg [1:0] state, n_state;
	always @(*) begin
		if (Set)
			n_state = G;
		else begin
			case (state)
				default : n_state = G;
				G : n_state = Jump ? R : (!G_counter & ~Stop) ? Y : G;
				Y : n_state = Jump ? R : (!Y_counter & ~Stop) ? R : Y;
				R : n_state = (!R_counter & ~Stop) ? G : R;
			endcase
		end
	end
	always @(posedge Set or posedge reset) begin
		if (Set) begin
			G_time <= Gin;
			Y_time <= Yin;
			R_time <= Rin;
		end else begin
			G_time <= G_time;
			Y_time <= Y_time;
			R_time <= R_time;
		end
	end
	always @(posedge clk) begin
		state <= n_state;
		if (Set | reset) begin
			G_counter <= G_time - 4'h1;
			Y_counter <= Y_time - 4'h1;
			R_counter <= R_time - 4'h1;
		end else begin
			case (state)
				G : G_counter <= Stop ? G_counter : (!G_counter | Jump) ? G_time - 4'h1 : G_counter - 4'h1;
				Y : Y_counter <= Stop ? Y_counter : (!Y_counter | Jump) ? Y_time - 4'h1 : Y_counter - 4'h1;
				R : R_counter <= Stop ? R_counter : !R_counter ? R_time - 4'h1 : R_counter - 4'h1;
			endcase
		end
	end
	always @(*) begin
		case (state)
			G : begin
				Gout = 1'b1;
				Yout = 1'b0;
				Rout = 1'b0;
			end
			Y : begin
				Gout = 1'b0;
				Yout = 1'b1;
				Rout = 1'b0;
			end
			R : begin
				Gout = 1'b0;
				Yout = 1'b0;
				Rout = 1'b1;
			end
			default : begin
				Gout = 1'b0;
				Yout = 1'b0;
				Rout = 1'b0;
			end
		endcase
	end
endmodule
==> flow/run.sh <==
#!/bin/bash
# OpenROAD 26Q1-2900-gdf79404cd8, Yosys 0.63+post, stock flow scripts
make -C /OpenROAD-flow-scripts/flow DESIGN_CONFIG=/design/flow/config.mk WORK_HOME=/design/flow/orfs finish
==> flow/config.mk <==
export PLATFORM = sky130hd
export DESIGN_NAME = TLS
export DESIGN_NICKNAME = TLS
export VERILOG_FILES = /design/flow/design.v
export SDC_FILE = /design/flow/constraint.sdc
export NUM_CORES = 4
export LEC_CHECK = 1
export CORE_AREA = 10 10 88 88
export DIE_AREA = 0 0 98 98
==> flow/constraint.sdc <==
current_design TLS

set clk_period 3.3
set clk_io_pct 0.2

create_clock -name clk0 -period $clk_period [get_ports {clk}]
create_clock -name clk1 -period $clk_period [get_ports {reset}]

set non_clock_inputs [all_inputs -no_clocks]
set_input_delay [expr $clk_period * $clk_io_pct] -clock clk0 $non_clock_inputs
set_output_delay [expr $clk_period * $clk_io_pct] -clock clk0 [all_outputs]
==> results.txt <==
fresh numbers from the pnr run: wire length per cell=12.0 µm, count of instantiated cells in the yosys netlist=103, transition time at the pin with the least slew margin=0.577 ns, cells along the critical path=clkbuf_8, clkbuf_8, nor3_1, clkbuf_8, clkbuf_8, nand2_1, clkbuf_8, clkbuf_8, mux2i_1, Crit path max-delay family=buffers and inverters, all-layer global routing usage=5.84%, # fillers=573, dominant cell type by count on the critical path=sky130_fd_sc_hd__clkbuf_8, post-detailed-placement half-perimeter wirelength=1.72 mm, worst min-delay path class=clk -> reg, internal power contribution=907 µW, standard cell area after detailed placement=1430 µm², vertical extent of the die=98 µm, Worst Path Buf+Inv=6, areal power density over the cells=696 nW/µm², busiest layer in global routing=met4, P&R area growth vs syn=61.3%, data arrival time at the worst-slack endpoint=2.81 ns, max-cap check violation count=0, hold_buf cts=0, count of buffers added by post-CTS timing repair for setup=0, CP startpoint kind=clock port, number of storage elements in the synthesis netlist=27, total design power=1.30 mW, antenna diode count=0, Die Wd=98 µm, status=finished clean, count of endpoints without a timing constraint=12, drt pass-1 iters=6, post-synthesis instance area=1160 µm², fraction of met3 tracks used by global routing=5.69%, number of antenna violations at the first check in global routing=0, full die area=9600 µm², Register-to-Register Setup Slack=1.49 ns, most common cell after layout, fill and taps aside=sky130_fd_sc_hd__clkbuf_8, post-detailed-route via-to-cell ratio=4.18, clock-pin slew of the registers on the worst-case setup and hold paths=0.07 ns, total non-filler cell area in the finished layout=1860 µm², summed standard-cell area reported by yosys=1160 µm², Final Max-Slew Violation Tally=0, cell total after placement=196, first-pass GRT wire length=4.56 mm, worst path setup slack after routing=0.489 ns, hold violation count in the final report=0, final worst clock skew=0.00274 ns, final-report setup violation count=0, post-route worst hold slack=0.515 ns, yosys warns=4, sequential cell fraction of total power=29.8%, Crit. End Element=flip-flop, routed vias=966, peak supply drop=0.238 mV, clock power share=55.3%, Avg Inst Size Synth=11.2 µm², total wire length=2.77 mm, number of placed I/O pins=20, count of buffers from port buffering=18, met1 layer usage reported by global route=5.38%, Gates resized, CTS repair=0, overall overflow remaining after global route=0, final core utilization=31.5%, crit path max fanout=2, violation tally from detailed-route iteration zero=45, Combinational Power Share=14.9%, cell type of the slowest stage on the worst timing path=sky130_fd_sc_hd__nor3_1, met2 demand-to-capacity share in global routing=6.55%, power spent charging and discharging nets=390 µW, critical path required time=3.30 ns, number of different library cells in the post-synthesis netlist=23, P_leak=0.825 nW, Fin Setup TNS=0 ns, layout cell share with drive strength beyond 1=22.4%, delay contributed by the slowest stage of the critical path=0.20 ns, remaining antenna violation count after routing=0, pin count of the biggest net entering global routing=19, Core Area=5920 µm², fin cells=231, floorplan row count=28, headroom to the max-slew limit=61.4%, most numerous logic cells after layout=sky130_fd_sc_hd__clkbuf_8, sky130_fd_sc_hd__clkdlybuf4s50_1, sky130_fd_sc_hd__inv_1, tool warnings=41, clock tree from TritonCTS=yes, via count of the first global-routing pass=1266, Initial Util=19.5%, worst setup timing slack at the placement stage=0.865 ns, cells after synthesis=103, detailed-route DRC error count=0, critical path class=clk -> reg, switching part of the total=30.1%, unrepaired setup endpoints after global routing=false, placer's final routability congestion estimate=0.768, register pins left without a clock=12
state kept, by name (all words and copies together), names as in the netlist:
name / count
G_time: 4
G_counter: 4
state: 3
R_counter: 4
Y_counter: 4
Y_time: 4
R_time: 4
area by class of cell:
cell class | instances | area [µm²] | share of cell area, %
multi-input combinational | 61 | 499 | 26.8
clock buffer | 32 | 420 | 22.6
inverter | 15 | 56.3 | 3.02
timing repair buffer | 18 | 180 | 9.66
clock inverter | 3 | 13.8 | 0.738
sequential | 27 | 601 | 32.2
tap | 75 | 93.8 | 5.03
worst register-to-register path, stage by stage (launching register included):
cell and delay (ns):
sky130_fd_sc_hd__edfxtp_1 0.42, sky130_fd_sc_hd__inv_1 0.09, sky130_fd_sc_hd__ha_1 0.22, sky130_fd_sc_hd__nor3b_1 0.37, sky130_fd_sc_hd__nor3_2 0.07, sky130_fd_sc_hd__clkbuf_8 0.16
sky130_fd_sc_hd__clkbuf_8 0.13, sky130_fd_sc_hd__mux2i_1 0.11
logic make-up after synthesis:
kind of cell	count (synthesis)	share of synthesized area (%)
AND/OR/NAND/NOR	20	9.85
flip-flops	15	36.4
buffers and inverters	15	4.87
XOR/XNOR	12	9.09
latches	12	15.6
multiplexers	11	9.52
AND-OR/OR-AND	10	6.06
adder cells (fa/ha/maj)	8	8.66
cell usage after synthesis (all sizes together):
| library cell | instances | share of area [%] |
|---|---|---|
| a211oi | 1 | 1.1 |
| a22oi | 1 | 0.65 |
| a31oi | 1 | 0.54 |
| dfxtp | 3 | 5.2 |
| dlxtp | 12 | 16 |
| edfxtp | 12 | 31 |
| ha | 8 | 8.7 |
| inv | 15 | 4.9 |
| mux2i | 11 | 9.5 |
| nand2 | 3 | 0.97 |
| nand2b | 1 | 0.54 |
| nor2 | 3 | 0.97 |
| nor3 | 8 | 3.9 |
| nor3b | 1 | 0.65 |
| nor4b | 1 | 0.76 |
| o21ai | 5 | 2.2 |
| o221a | 1 | 0.97 |
| o31ai | 1 | 0.65 |
| or3 | 1 | 0.54 |
| or3b | 2 | 1.5 |
| xnor2 | 12 | 9.1 |
worst paths after layout:
check / cells after the start / to / start
setup reg to reg: 7 / R_counter[1] / R_counter[0]
setup / recovery: 9 / G_counter[2] / reset
hold / removal: 6 / R_counter[3] / reset
hold reg to reg: 2 / state[0] / state[0]
power by group through the flow:
stage	clock network, mW	logic (mW)	registers (mW)
after CTS	0.737	0.193	0.387
after global routing	0.769	0.218	0.398
final	0.718	0.193	0.387
per-layer routing:
layer / wire, µm / vias up
li1: - / 457
met1: 1180 / 429
met2: 1240 / 67
met3: 261 / 13
met4: 91 / 0
met5: 0 / -
Power is estimated from default activity; no workload was simulated.
