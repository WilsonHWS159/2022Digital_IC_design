## ./config.mk

```make
export PLATFORM = sky130hd
export DESIGN_NAME = ELA
export DESIGN_NICKNAME = ELA
export VERILOG_FILES = /design/flow/design.v
export SDC_FILE = /design/flow/constraint.sdc
export NUM_CORES = 4
export LEC_CHECK = 1
export CORE_UTILIZATION = 40
export SYNTH_MEMORY_MAX_BITS = 65536
```

## ./run.sh

```bash
#!/bin/bash
# OpenROAD 26Q1-2900-gdf79404cd8, Yosys 0.63+post, stock flow scripts
make -C /OpenROAD-flow-scripts/flow DESIGN_CONFIG=/design/flow/config.mk WORK_HOME=/design/flow/orfs finish
```

## ./design.v

```verilog
`timescale 1ns/10ps
module ELA(clk, rst, in_data, data_rd, req, wen, addr, data_wr, done);
	input				clk;
	input				rst;
	input		[7:0]	in_data;
	input		[7:0]	data_rd;
	output reg			req;
	output reg			wen;
	output reg	[9:0]	addr;
	output		[7:0]	data_wr;
	output reg			done;
	reg [7:0] image[31:0][15:0];
	reg [7:0] i_image[31:0][14:0];
	reg [15:0] image_bm;
	reg [4:0] col_id;
	reg [3:0] row_id, i_row_id;
	parameter [1:0] executing = 2'b00, output_image = 2'b01, finish = 2'b11;
	reg [1:0] n_state, state;
	reg r_done, flag, hold, sel;
	always @(*) begin
		if (rst)
			n_state = executing;
		else begin
			case (state)
				executing : n_state = (~|(i_row_id ^ 4'hE) & (&col_id)) ? output_image : executing;
				output_image : n_state = ~|(addr ^ 10'h3DF) ? finish : output_image;
				finish : n_state = finish;
				default : n_state = n_state;
			endcase
		end
	end
	always @(posedge clk) begin
		state <= n_state;
		if (rst) begin
			image_bm <= 16'h0000;
			req <= 1'b0;
			wen <= 1'b0;
			done <= 1'b0;
			row_id <= 4'hF;
			col_id <= 5'h00;
			r_done <= 1'b0;
			addr <= 10'h000;
			flag <= 1'b0;
		end else begin
			case (state)
				executing : begin
					if (r_done) begin
						col_id <= flag ? col_id + 5'h01 : col_id;
						flag <= 1'b1;
					end else if (~(|col_id) & ~req) begin
						row_id <= row_id + 4'h1;
						req <= 1'b1;
					end else begin
						req <= 1'b0;
						image[col_id][row_id] <= in_data;
						col_id <= col_id + 5'h01;
						image_bm[row_id] <= (&col_id) ? 1'b1 : 1'b0;
						r_done <= ((&row_id) & (&col_id)) ? 1'b1 : 1'b0;
					end
				end
				output_image : begin
					if (hold) begin
						addr <= addr + 10'h001;
						col_id <= col_id + 5'h01;
						if (&(col_id)) begin
							sel <= sel ^ 1'b1;
							row_id <= sel ? row_id : row_id + 4'h1;
						end
					end else begin
						row_id <= 4'h0;
						col_id <= 5'h00;
						sel <= 1'b1;
						wen <= 1'b1;
					end
				end
				finish : begin
					done <= 1'b1;
					wen <= 1'b0;
				end
			endcase
		end
	end
	wire [7:0] a, b, c, d , e, f, result;
	wire boundary;
	interpolate itp(.boundary(boundary), .a(a), .b(b), .c(c), .d(d), .e(e), .f(f), .result(result));
	assign a = image[col_id - 5'h01][i_row_id];
	assign b = image[col_id][i_row_id];
	assign c = image[col_id + 5'h01][i_row_id];
	assign d = image[col_id - 5'h01][i_row_id + 4'h1];
	assign e = image[col_id][i_row_id + 4'h1];
	assign f = image[col_id + 5'h01][i_row_id + 4'h1];
	assign boundary = (~|col_id) | (&col_id);
	assign data_wr = (sel) ? image[col_id][row_id] : i_image[col_id][row_id];
	always @(posedge clk) begin
		if (rst) begin
			i_row_id <= 4'hF;
			hold <= 1'b0;
		end else begin
			case(state)
				executing : begin
					if ((image_bm[4'h0]) & (image_bm[4'h1])) begin
						if (~|col_id & ~hold) begin
							hold <= 1'b1;
							i_row_id <= i_row_id + 4'h1;
						end else begin
							hold <= 1'b0;
							i_image[col_id][i_row_id] <= result;
						end
					end
				end
				output_image : hold <= hold ? hold : 1'b1;
			endcase
		end
	end
endmodule
module interpolate(boundary, a, b, c, d, e, f, result);
input				boundary;
input		[7:0]	a, b, c, d, e, f;
output	reg	[7:0]	result;
	reg		[7:0]	p1, p2, d1, d2, d3, d11, d12, d21, d22, d31, d32;
	reg		[8:0]	tmp;
	always @(*) begin
		d1 = d11 - d12;
		d2 = d21 - d22;
		d3 = d31 - d32;
		tmp = p1 + p2;
		result = tmp[8:1];
	end
	always @(*) begin
		if (a > f) begin
			d11 = a;
			d12 = f;
		end else begin
			d11 = f;
			d12 = a;
		end
		if (b > e) begin
			d21 = b;
			d22 = e;
		end else begin
			d21 = e;
			d22 = b;
		end
		if (c > d) begin
			d31 = c;
			d32 = d;
		end else begin
			d31 = d;
			d32 = c;
		end
	end
	always @(*) begin
		if (boundary) begin
			p1 = b;
			p2 = e;
		end else if ((d3 < d1) & (d3 < d2)) begin
			p1 = c;
			p2 = d;
		end else if (d1 < d2) begin
			p1 = a;
			p2 = f;
		end else begin
			p1 = b;
			p2 = e;
		end
	end
endmodule
```

## ./constraint.sdc

```tcl
current_design ELA

set clk_period 258.5
set clk_io_pct 0.2

create_clock -name clk0 -period $clk_period [get_ports {clk}]

set non_clock_inputs [all_inputs -no_clocks]
set_input_delay [expr $clk_period * $clk_io_pct] -clock clk0 $non_clock_inputs
set_output_delay [expr $clk_period * $clk_io_pct] -clock clk0 [all_outputs]
```

==> metrics.csv <==
metric,value,unit
register pins left without a clock,2,
Avg Vias per Cell,6.46,
vias,223928,
final hold vios,0,
Synth cell types,106,
Slew @ Worst Pin,1.43,ns
Reg-to-Reg Start,i_row_id[0],
first-pass GRT wire length,1960000,um
layout cells sized above 1,0.369,
yosys warns,2,
Critical Path Fanout Max,46,
Top cells excl fill/tap,"7937 x edfxtp_1, 4787 x mux4_2, 1507 x buf_4, 1260 x nor2_1, 1000 x nand2_1",
chip area,0.979,mm^2
gr ovfl total,0,
Insertion Delay late pin,1.18,ns
Mapped Area,0.390,mm^2
post-route minimum period,62.09,ns
Yosys Chip Area,0.390,mm^2
die width,990,um
Synth Register Bits,7972,
most numerous logic cell after layout,edfxtp_1,
CTS HTree Levels,6,
antenna violations before repair,136,
post-placement cell count,32945,
gate count after technology mapping,20109,
kind of critical path,reg -> out,
"Avg Cell Area, Syn",19.4,um^2
Async SR Flop Fraction,0,
CTS tree,built,
GR Util All Layers,0.321,
"setup slack, reg-to-reg",239.32,ns
Critical Path Max Stage Delay,1.20,ns
Worst Hold End,flag,
RSZ-0062 raised after global routing,false,
WP data arrival,10.39,ns
Init Core Util,0.401,
Non-Filler Instances,34649,
most frequent CP cell,buf_4,
largest net degree at the start of global routing,137,
"Slew Viols, Final",0,
crit end category,output port,
"EDFF count, synth",7937,
cells in synth_stat.txt,20109,
Routed WL per cell,41.3,um
period utilization,0.240,
crit path launch type,flop,
1st-pass router iterations,8,
Commonest flop,edfxtp_1,
routed wire length,1430000,um
"Reg clk slew, reported paths",0.07,ns
GP Congestion,1.10,
count of tool warnings,81,
CP max stage cell,fa_4,
vias in the first global route,240939,
num ports,39,
hold-fix buffers at CTS,0,
die height,990,um
R2R depth,42,
number of unconstrained endpoints,4,
DRC viols,0,
Hold Crit Depth,2,
Post-Route Setup TNS,0,ns
setup bufs post-CTS,0,
hpwl dp,988000,um
Area Growth Syn to Fin,12.8,%
CTS Buf Count,854,
reg-to-reg endpoint,i_image[292][3],
clk buf depth,5,
Max Fclk,16.1,MHz
CTS resizes,0,
max-cap viol count,0,
crit path cell chain,inv_1 -> ha_1 -> inv_1 -> fa_4 -> buf_4 -> buf_4 -> buf_4 -> buf_4 -> mux4_2 -> mux4_2 -> mux4_2 -> mux4_2 -> nand2_1 -> o21ai_0 -> buf_4 -> nor2_1 -> a31oi_1 -> buf_4 -> clkdlybuf4s50_1,
"Buf+Inv Stages, Crit Path",9,
CP required,206.80,ns
core area,0.972,mm^2
Top delay family on crit path,buffers and inverters,
row count,362,
Clock Skew,0.153,ns
Slew HR,0.0392,
Worst Hold Class,reg -> reg,
Iteration-0 DRC Markers,18108,
status,completed,
Hold Crit Start,flag,
Port-buffer cells,30,
post-route ant nets,0,
final setup fails,0,
Clk Tree Root Cell,clkbuf_16,
[cells in the mapped netlist (33+ instances only)]
cell type	n	share of area
a211oi_1	68	0.0013
a21oi_1	208	0.0027
a22oi_1	142	0.0027
a31oi_1	125	0.0020
and2_1	42	0.00067
and3_1	126	0.0020
buf_1	324	0.0031
buf_2	351	0.0045
buf_4	133	0.0026
buf_6	52	0.0015
clkbuf_1	796	0.0077
dfxtp_1	33	0.0017
edfxtp_1	7937	0.61
ha_1	111	0.0036
inv_1	88	0.00085
mux2_2	200	0.0058
mux2i_1	927	0.024
mux4_2	4787	0.28
nand2_1	1031	0.0099
nand2b_1	34	0.00055
nand3_1	190	0.0024
nand4_1	63	0.0010
nor2_1	1273	0.012
nor2b_1	49	0.00079
nor3_1	141	0.0018
nor4_1	33	0.00053
o211ai_1	48	0.00092
o21ai_0	119	0.0015
o22ai_1	104	0.0017
xnor2_1	52	0.0012
[cells by family (layout without fill, tap and decap cells)]
kind of cell | after synthesis | after routing | synth area share
latches | 2 | 2 | 0.0000770
flops | 7970 | 7970 | 0.613
other cells | 0 | 153 | 0
simple gates | 3063 | 3063 | 0.0335
compound gates | 1204 | 1204 | 0.0217
mux | 5914 | 5914 | 0.306
buf+inv | 1754 | 3219 | 0.0203
fa+ha+maj | 122 | 122 | 0.00408
xor+xnor | 80 | 80 | 0.00187
[area by class of cell]
| type | instances | area, um^2 |
|---|---|---|
| well taps | 12922 | 16200 |
| flip-flops and latches | 7972 | 239000 |
| repair buffers | 1572 | 12300 |
| fillers | 80860 | 532000 |
| clock buffers | 1015 | 22200 |
| multi-input cells | 10383 | 144000 |
| inverters | 96 | 428 |
| diodes | 153 | 383 |
| clock inverters | 536 | 5350 |
[metrics by stage]
stage                      util  setup WS, ns  hold WS (ns)  instance area (um^2)
after global routing      0.452        196.12         0.498                440000
after CTS                 0.452        196.24         0.480                440000
after floorplan               -        198.52         0.413                390000
after detailed placement  0.424        197.51         0.464                412000
final                     0.453        196.41         0.475                440000
after global placement    0.424        197.49         0.464                412000
[worst max path at each step]
stage         start          to  slack, ns  depth (start not counted)
5_1_grt   row_id[0]  data_wr[2]     196.12                         19
6_report  row_id[0]  data_wr[2]     196.41                         19
4_1_cts   row_id[0]  data_wr[2]     196.24                         19
[worst register-to-register path: cells and delay by family (launching register included)]
kind / cells / cell delay, ns
AOI/OAI and AO/OA: 9 / 3.80
buffers and inverters: 12 / 7.21
muxes: 7 / 3.45
adders and majority gates: 3 / 1.17
xor gates and xnor gates: 1 / 0.57
and+or+nand+nor: 10 / 1.98
DFF: 1 / 0.77
[layer usage]
layer  track usage  vias up  wire, um
li1              -    88264         -
met1         0.373   115781    433000
met2         0.426    16647    616000
met3         0.269     3058    280000
met4         0.155      178     94800
met5        0.0502        -      6640
[flip-flops by register name (all words and copies together), names as in the netlist]
register / count
image: 4096
i_image: 3840
addr: 10
col_id: 5
i_row_id: 4
row_id: 4
image_bm: 2
n_state: 2
state: 2
done: 1
flag: 1
hold: 1
r_done: 1
req: 1
sel: 1
wen: 1
