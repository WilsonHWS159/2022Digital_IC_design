[flow/config.mk]
export PLATFORM = sky130hd
export DESIGN_NAME = LZ77_Encoder
export DESIGN_NICKNAME = LZ77_Encoder
export VERILOG_FILES = /design/flow/design.v
export SDC_FILE = /design/flow/constraint.sdc
export NUM_CORES = 4
export LEC_CHECK = 1
export CORE_UTILIZATION = 40
export SYNTH_MEMORY_MAX_BITS = 65536
[flow/design.v]
module LZ77_Encoder(clk,reset,chardata,valid,encode,finish,offset,match_len,char_nxt);
input 				clk;
input 				reset;
input  [7:0]	 	chardata;
output reg 			valid;
output reg 			encode;
output reg 			finish;
output reg [3:0]	offset;
output reg [2:0]	match_len;
output reg [7:0]	char_nxt;
	reg out_complete;
	reg [7:0] tmp_char[2049:0];
	reg [11:0] id, id2;
	reg [7:0] buff[16:0];
	reg [2:0] hold;
	reg [16:0] buff_BM;
	wire [6:0] cmp_result[8:0];
	wire [2:0] cmp_len[8:0];
	wire [2:0] max_len;
	parameter [1:0] recieving_data = 2'b00, encoding = 2'b01, done = 2'b10;
	reg [1:0] state, n_state;
	always @(*) begin
		if (reset) begin
			n_state = recieving_data;
			encode = 1'b1;
			finish = 1'b0;
		end else begin
			case (state)
				default : n_state = recieving_data;
				recieving_data : begin
					finish = 1'b0;
					if (id == 12'h801)
						n_state = encoding;
					else
						n_state = recieving_data;
				end
				encoding : begin
					finish = 1'b0;
					if (out_complete)
						n_state = done;
					else
						n_state = encoding;
				end
				done : begin
					n_state = done;
					encode = 1'b0;
					finish = 1'b1;
				end
			endcase
		end
	end
	integer i;
	always @(posedge clk) begin
		state <= n_state;
		if (reset) begin
			id <= 12'h000;
			id2 <= 12'h000;
			buff_BM <= 17'h00000;
		end else begin
			case (state)
				recieving_data : begin
					tmp_char[id] <= chardata;
					id <= id + 12'h001;
				end
				encoding : begin
					buff[0] <= tmp_char[id2];
					buff_BM[0] <= 1'b1;
					if (id2 == 2048)
						id2 <= id2;
					else
						id2 <= id2 + 12'h001;
					for (i=0;i<16;i=i+1) begin
						buff[i+1] <= buff[i];
						buff_BM[i+1] <= buff_BM[i];
					end
				end
				endcase
		end
	end
	generate
		genvar j;
		for (j=0; j<9; j=j+1) begin: CMP
			cmp Cmp(.buff1({buff[16-j], buff[15-j], buff[14-j], buff[13-j], buff[12-j], buff[11-j], buff[10-j]}), .buff2({buff[7], buff[6], buff[5], buff[4], buff[3], buff[2], buff[1]}), .result(cmp_result[8-j]), .len(cmp_len[8-j]));
		end
	endgenerate
	wire [2:0] tmp[6:0];
	assign tmp[0] = buff_BM[9] ? ((cmp_len[0] > cmp_len[1]) ? cmp_len[0] : cmp_len[1]) : buff_BM[8] ? cmp_len[0] : 4'h0;
	assign tmp[1] = buff_BM[11] ? ((cmp_len[2] > cmp_len[3]) ? cmp_len[2] : cmp_len[3]) : buff_BM[10] ? cmp_len[2] : 4'h0;
	assign tmp[2] = buff_BM[13] ? ((cmp_len[4] > cmp_len[5]) ? cmp_len[4] : cmp_len[5]) : buff_BM[12] ? cmp_len[4] : 4'h0;
	assign tmp[3] = buff_BM[15] ? ((cmp_len[6] > cmp_len[7]) ? cmp_len[6] : cmp_len[7]) : buff_BM[14] ? cmp_len[6] : 4'h0;
	assign tmp[4] = (tmp[0] > tmp[1]) ? tmp[0] : tmp[1];
	assign tmp[5] = (tmp[2] > tmp[3]) ? tmp[2] : tmp[3];
	assign tmp[6] = (tmp[4] > tmp[5]) ? tmp[4] : tmp[5];
	assign max_len = buff_BM[16] ? ((tmp[6] > cmp_len[8]) ? tmp[6] : cmp_len[8]) : tmp[6];
	always @(posedge clk) begin
		if (buff_BM[8]) begin
			match_len <= max_len;
			char_nxt <= buff[7-max_len];
			if (!max_len)
				offset <= 4'h0;
			else if ((cmp_len[8] == max_len) & buff_BM[16])
				offset <= 4'h8;
			else if ((cmp_len[7] == max_len) & buff_BM[15])
				offset <= 4'h7;
			else if ((cmp_len[6] == max_len) & buff_BM[14])
				offset <= 4'h6;
			else if ((cmp_len[5] == max_len) & buff_BM[13])
				offset <= 4'h5;
			else if ((cmp_len[4] == max_len) & buff_BM[12])
				offset <= 4'h4;
			else if ((cmp_len[3] == max_len) & buff_BM[11])
				offset <= 4'h3;
			else if ((cmp_len[2] == max_len) & buff_BM[10])
				offset <= 4'h2;
			else if ((cmp_len[1] == max_len) & buff_BM[9])
				offset <= 4'h1;
			else
				offset <= 4'h0;
		end else begin
			match_len <= 3'h0;
			char_nxt <= buff[7];
			offset <= 4'h0;
		end
	end
	always @(posedge clk) begin
		if (buff_BM[7] & (state != done)) begin
			if (!hold) begin
				valid <= 1'b1;
				hold <= max_len;
			end else begin
				valid <= 1'b0;
				hold <= hold - 4'h1;
			end
		end else begin
			hold <= 4'h0;
			valid <= 1'b0;
		end
	end
	always @(negedge clk) begin
		if ((char_nxt == 8'h24) & valid)
			out_complete <= 1'b1;
		else
			out_complete <= 1'b0;
	end
endmodule
module cmp(buff1, buff2, result, len);
input		[55:0]	buff1;
input 		[55:0]	buff2;
output reg	[6:0]	result;
output reg	[2:0]	len;
always @(*) begin
	result[0] = |(buff1[7:0] ^ buff2[7:0]);
	result[1] = |(buff1[15:8] ^ buff2[15:8]);
	result[2] = |(buff1[23:16] ^ buff2[23:16]);
	result[3] = |(buff1[31:24] ^ buff2[31:24]);
	result[4] = |(buff1[39:32] ^ buff2[39:32]);
	result[5] = |(buff1[47:40] ^ buff2[47:40]);
	result[6] = |(buff1[55:48] ^ buff2[55:48]);
end
always @(*) begin
	casez (result)
		default: len = 3'h00;
		7'b0000000: len = 3'h7;
		7'b0000001: len = 3'h6;
		7'b000001z: len = 3'h5;
		7'b00001zz: len = 3'h4;
		7'b0001zzz: len = 3'h3;
		7'b001zzzz: len = 3'h2;
		7'b01zzzzz: len = 3'h1;
	endcase
end
endmodule
[flow/run.sh]
#!/bin/bash
# OpenROAD 26Q1-2900-gdf79404cd8, Yosys 0.63+post, stock flow scripts
make -C /OpenROAD-flow-scripts/flow DESIGN_CONFIG=/design/flow/config.mk WORK_HOME=/design/flow/orfs finish
[flow/constraint.sdc]
current_design LZ77_Encoder

set clk_period 181.1
set clk_io_pct 0.2

create_clock -name clk0 -period $clk_period [get_ports {clk}]

set non_clock_inputs [all_inputs -no_clocks]
set_input_delay [expr $clk_period * $clk_io_pct] -clock clk0 $non_clock_inputs
set_output_delay [expr $clk_period * $clk_io_pct] -clock clk0 [all_outputs]
==> impl_metrics.py <==
# Generated from Yosys and OpenROAD reports
metrics = {
    "final_timing": {
        "rsz0062_at_grt": "no",
        "slew_violations": 0,
        "untimed_endpoints": 4,
        "maxSlewHeadroom": 0.05670,
        "worst_slack_ns": 88.92,
        "finalHoldViolCount": 0,
        "unclocked_pins": 2,
        "holdWs_ns": 0.4519,
        "setup_tns_ns": 0,
        "skew_ns": 0.1030,
        "tightest_slew_ns": 1.415,
        "setup_viol": 0,
    },
    "finish": {
        "final_common_cell": "edfxtp_1",
        "synthToLayoutAreaGrowth_pct": 13.15,
        "final_cell_mix": "edfxtp_1 (16540), mux4_2 (5078), nor2_1 (2215)",
        "drive_above_1_share": 0.2895,
    },
    "synthesis": {
        "avgSynthCellArea_um2": 22.74,
        "netlist_area_um2": 648700,
        "syn_inst": 28520,
        "ys_cells": 28520,
        "synthFlopType": "edfxtp_1",
        "synth_warnings": 4,
        "synth-edff-count": 16540,
        "synthArstFlopShare": 0,
        "synth_flops": 16600,
        "synth-area-yosys_um2": 648700,
        "netlist-cell-type-count": 97,
    },
    "clocking": {
        "cts-resized-gates": 0,
        "worstSkewPairLatency_ns": 1.41,
        "root_buffer": "clkbuf_16",
        "clkTransAtPathRegs_ns": 0.06,
        "cts-htree-levels": 7,
        "cts_made_buffers": 1702,
        "clockBufferDepth": 6,
        "post_cts.repair.setup_buffers": 0,
        "cts_tree": "built",
        "ctsHoldBuffers": 0,
    },
    "route": {
        "drc": 0,
        "drt_iter0_drc": 22330,
        "vias": 305100,
        "viasPerCell": 5.751,
        "drtPass1Iterations": 6,
        "drt_wl_total_um": 1887000,
        "antenna_left": 0,
        "wl_per_cell_um": 35.57,
    },
    "place": {
        "place_ws_ns": 88.86,
        "dp_hpwl_um": 1212000,
        "port_buffers": 27,
        "globalplace.congestion": 0.9384,
    },
    "floorplan": {
        "dieHeight_um": 1275,
        "die_x_um": 1275,
        "chip_area_um2": 1627000,
        "io_pins": 28,
        "core-area_um2": 1617000,
        "core.rowCount": 467,
        "initCoreUtil": 0.4012,
    },
    "power_and_ir_drop": {
        "power_density_nw_per_um2": 10.55,
        "p_leak_nw": 216.3,
        "total_power_mw": 7.742,
        "ir_drop_uv": 8.860,
    },
    "run": {
        "warnings": 101,
        "cap_violations": 0,
    },
    "setup_path": {
        "cp-start-kind": "flop",
        "crit_fanout": 2,
        "path_class": "reg -> reg",
        "crit_path_end_kind": "flop",
        "critPathRequiredTime_ns": 91.72,
        "cp.arrival_ns": 2.80,
    },
    "global_route": {
        "grt_max_degree": 129,
        "antenna_found_initial": 239,
        "grt_overflow": 0,
        "grt_pass1_vias": 340800,
        "grt_util_all_layers": 0.2578,
        "grt_pass1_wl_um": 2631000,
    },
    "status": {
        "status": "finished clean",
    },
    "worst_hold_path": {
        "min_path_type": "reg -> reg",
    },
}
[kinds of logic (layout without fill, tap and decap cells)]
group / Yosys count / after routing / share of synthesized area
adders and majority gates: 30 / 30 / 0.0005787
latches: 2 / 2 / 0.00004630
other: 0 / 494 / 0
AOI/OAI and AO/OA: 739 / 739 / 0.007708
xor gates and xnor gates: 546 / 546 / 0.007442
DFF: 16600 / 16600 / 0.7675
and+or+nand+nor: 3222 / 3222 / 0.02047
muxes: 5481 / 5481 / 0.1826
buffers and inverters: 1901 / 4360 / 0.01369
[worst max-delay path, cell delays in order (launching register included)]
cell and delay, ns:
dfxtp_1 0.34, nor4bb_1 0.43, nand3b_1 0.22, nor4_1 0.47
[metrics by stage]
step | util | instance area [µm²] | cells
floorplan | - | 648700 | 28520
global placement | 0.4197 | 678600 | 49530
detailed placement | 0.4197 | 678600 | 49530
CTS | 0.4532 | 732700 | 52550
global route | 0.4536 | 733400 | 52820
finish | 0.4540 | 734000 | 53050
[cell usage after synthesis (all sizes together) (71+ instances only)]
library cell      n  area (µm²)
nand2           535        2008
nand3            71       355.3
clkbuf          926        3476
mux4           5078      114400
nand4            77       488.0
buf             934        5251
xor2            280        2452
a21oi           143       726.9
xnor2           266        2375
mux2i           377        3774
nor2           2229        8369
a211oi           73       583.1
edfxtp        16540      496600
nor4             82       571.8
o21ai           136       684.4
o22ai            94       588.1
[flip-flops by register name, indices dropped and copies added (netlist names), 3 cells and up]
name and flops:
buff_BM 17, match_len 3, buff 136, tmp_char 16400, id2 12, char_nxt 8, state 3, hold 3
offset 4, id 12
[routing by layer]
metal / track usage / wire length, µm / vias up
li1: - / - / 123200
met1: 0.2644 / 526100 / 155900
met2: 0.3527 / 853000 / 21810
met3: 0.2434 / 401800 / 3665
met4: 0.1110 / 98110 / 392
met5: 0.04802 / 7700 / -
[layout make-up]
class / instances / area, µm²
fillers: 130600 / 882800
multi-input cells: 10020 / 143000
flip-flops and latches: 16600 / 497900
repair buffers: 1297 / 10550
clock buffers: 2029 / 44280
well taps: 21570 / 26990
clock inverters: 994 / 9819
inverters: 40 / 187.7
diodes: 494 / 1236
[path summary, 6_finish.rpt]
check | start | depth (start not counted) | slack, ns | to
setup / recovery | valid$_SDFF_PN0_ | 3 | 88.92 | out_complete$_DFF_N_
setup reg to reg | valid$_SDFF_PN0_ | 3 | 88.92 | out_complete$_DFF_N_
hold reg to reg | buff[0][6]$_DFFE_PP_ | 0 | 0.45 | buff[1][6]$_DFFE_PP_
hold / removal | buff[0][6]$_DFFE_PP_ | 0 | 0.45 | buff[1][6]$_DFFE_PP_
[power breakdown]
| group | leakage (nW) | internal [mW] | switching [mW] |
|---|---|---|---|
| clock | 26.3 | 2.00 | 1.43 |
| sequential | 149 | 4.22 | 0.000318 |
| combinational | 40.9 | 0.00714 | 0.0780 |
Power and IR drop assume default switching activity.
